### config.mk
export PLATFORM = sky130hd
export DESIGN_NAME = CPU
export DESIGN_NICKNAME = CPU
export VERILOG_FILES = /design/flow/design.v
export SDC_FILE = /design/flow/constraint.sdc
export NUM_CORES = 4
export LEC_CHECK = 1
export CORE_UTILIZATION = 30
export SYNTH_MEMORY_MAX_BITS = 65536
### constraint.sdc
current_design CPU

set clk_period 197.6
set clk_io_pct 0.2

create_clock -name clk0 -period $clk_period [get_ports {clk}]

set non_clock_inputs [all_inputs -no_clocks]
set_input_delay [expr $clk_period * $clk_io_pct] -clock clk0 $non_clock_inputs
set_output_delay [expr $clk_period * $clk_io_pct] -clock clk0 [all_outputs]
### design.v
module ALU (
    input wire [31:0] a,     
    input wire [31:0] b,     
    input wire [1:0] op,     
    output reg zero,         
    output reg [31:0] out,   
    output reg of            
);
always @(*) begin
    zero = 0;
    of = 0;
    case(op)
        2'b00: begin  
            out = a + b;
            of = ((a[31] & b[31] & ~out[31]) | (~a[31] & ~b[31] & out[31]));  
        end
        2'b01: begin  
            out = a - b;
            of = ((a[31] & ~b[31] & ~out[31]) | (~a[31] & b[31] & out[31]));  
        end
        2'b10: begin  
            out = a & b;
        end
        2'b11: begin  
            out = a | b;
        end
    endcase
    zero = (out == 0);  
end
endmodule
module CU (
    input wire [5:0] func,       
    input wire [5:0] op,         
    input wire zero,             
    output reg regwrite,         
    output reg [1:0] aluctr,     
    output reg alusrc,           
    output reg regdst,           
    output reg memwrite,         
    output reg memtoreg,         
    output reg [1:0] npcctr      
);
always @(*) begin
    regwrite = 0;
    aluctr = 2'b00;
    alusrc = 0;
    regdst = 0;
    memwrite = 0;
    memtoreg = 0;
    npcctr = 2'b00;
    case(op)
        6'b000000: begin  
            regwrite = 1;
            regdst = 1;
            case(func)
                6'b100000: aluctr = 2'b00;  
                6'b100010: aluctr = 2'b01;  
                6'b100100: aluctr = 2'b10;  
                6'b100101: aluctr = 2'b11;  
            endcase
        end
        6'b001101: begin  
            regwrite = 1;
            alusrc = 1;
            aluctr = 2'b11;
        end
        6'b100011: begin  
            regwrite = 1;
            alusrc = 1;
            memtoreg = 1;
            aluctr = 2'b10;
        end
        6'b101011: begin  
            alusrc = 1;
            memwrite = 1;
            aluctr = 2'b10;
        end
        6'b000100: begin  
            aluctr = 2'b01;
            npcctr = zero ? 2'b01 : 2'b00;
        end
        6'b000010: begin  
            npcctr = 2'b10;
        end
        6'b001000: begin  
            regwrite = 1;
            alusrc = 1;
            aluctr = 2'b00;
        end
    endcase
end
endmodule
module DM (
    input clk,                
    input we,                 
    input [7:0] addr,         
    input [31:0] din,         
    output [31:0] dout        
);
reg [31:0] ram[255:0];  
always @(posedge clk) begin
    if (we) begin
        ram[addr] <= din;    
    end
end
assign dout = ram[addr];     
endmodule
module Mux2to1_32bit (
    input wire [31:0] in0,    
    input wire [31:0] in1,    
    input wire sel,           
    output wire [31:0] out    
);
assign out = sel ? in1 : in0;
endmodule
module Mux2to1_5bit (
    input wire [4:0] in0,     
    input wire [4:0] in1,     
    input wire sel,           
    output wire [4:0] out     
);
assign out = sel ? in1 : in0;
endmodule
module NPC (
    input wire [1:0] npcctr,        
    input wire [31:0] pc,           
    input wire [25:0] addr,         
    input wire [15:0] offset,       
    output reg [31:0] npc           
);
always @(*) begin
    case(npcctr)
        2'b00: npc = pc + 4;                                      
        2'b01: npc = pc + 4 + {{14{offset[15]}}, offset, 2'b00};   
        2'b10: npc = {pc[31:28], addr, 2'b00};                     
        default: npc = pc + 4;                                     
    endcase
end
endmodule
module RF (
    input wire [4:0] ra,        
    input wire [4:0] rb,        
    input wire [4:0] rw,        
    input wire [31:0] data,     
    input wire we,              
    input wire clr,             
    input wire clk,             
    output reg [31:0] qa,       
    output reg [31:0] qb,       
    output wire [31:0] r8,      
    output wire [31:0] r16,     
    output wire [31:0] r17,     
    output wire [31:0] r18      
);
reg [31:0] registers [0:31];  
integer i;
always @(posedge clk or posedge clr) begin
    if (clr) begin
        for (i = 0; i < 32; i = i + 1) begin
            registers[i] <= 32'b0;
        end
    end else if (we) begin
        if (rw != 5'b00000) begin  
            registers[rw] <= data;
        end
    end
end
always @(*) begin
    qa = registers[ra];
    qb = registers[rb];
end
assign r8 = registers[8];
assign r16 = registers[16];
assign r17 = registers[17];
assign r18 = registers[18];
endmodule
module SignExtend (
    input wire [15:0] imm,    
    output wire [31:0] imm_ext   
);
assign imm_ext = {{16{imm[15]}}, imm};
endmodule
module CPU (
    input wire clk,          
    input wire clr,          
    output wire [31:0] r8,   
    output wire [31:0] r16,  
    output wire [31:0] r17,  
    output wire [31:0] r18,  
    output wire [31:0] pc    
);
wire [31:0] npc, instruction, alu_result, mem_data, write_data, alu_b;
wire [31:0] qa, qb, sign_ext_imm;
wire [4:0] rs, rt, rd, shamt, rw;
wire [5:0] op, func;
wire [15:0] imm;
wire [25:0] adr;
wire [1:0] aluctr, npcctr;
wire alusrc, regdst, memwrite, memtoreg, regwrite, zero, of;
PC pc_reg (
    .addr(npc),
    .clk(clk),
    .clr(clr),
    .data(pc)
);
IM instruction_memory (
    .addr(pc[7:0]),
    .out(instruction)
);
assign op = instruction[31:26];
assign rs = instruction[25:21];
assign rt = instruction[20:16];
assign rd = instruction[15:11];
assign shamt = instruction[10:6];
assign func = instruction[5:0];
assign imm = instruction[15:0];
assign adr = instruction[25:0];
RF register_file (
    .ra(rs),
    .rb(rt),
    .rw(rw),
    .data(write_data),
    .we(regwrite),
    .clr(clr),
    .clk(clk),
    .qa(qa),
    .qb(qb),
    .r8(r8),
    .r16(r16),
    .r17(r17),
    .r18(r18)
);
ALU alu (
    .a(qa),
    .b(alu_b),
    .op(aluctr),
    .zero(zero),
    .out(alu_result),
    .of(of)
);
DM data_memory (
    .clk(clk),
    .we(memwrite),
    .addr(alu_result[7:0]),
    .din(qb),
    .dout(mem_data)
);
SignExtend sign_extend (
    .imm(imm),
    .imm_ext(sign_ext_imm)
);
NPC next_pc (
    .npcctr(npcctr),
    .pc(pc),
    .addr(adr),
    .offset(imm),
    .npc(npc)
);
CU control_unit (
    .func(func),
    .op(op),
    .zero(zero),
    .regwrite(regwrite),
    .aluctr(aluctr),
    .alusrc(alusrc),
    .regdst(regdst),
    .memwrite(memwrite),
    .memtoreg(memtoreg),
    .npcctr(npcctr)
);
Mux2to1_5bit reg_dst_mux (
    .in0(rt),
    .in1(rd),
    .sel(regdst),
    .out(rw)
);
Mux2to1_32bit alu_src_mux (
    .in0(qb),
    .in1(sign_ext_imm),
    .sel(alusrc),
    .out(alu_b)
);
Mux2to1_32bit mem_to_reg_mux (
    .in0(alu_result),
    .in1(mem_data),
    .sel(memtoreg),
    .out(write_data)
);
endmodule
module IM (
    input [7:0] addr,         
    output reg [31:0] out     
);
always @(addr) begin
    case(addr)
        8'h00: out = 32'h20100000;
        8'h04: out = 32'h20110000;
        8'h08: out = 32'h00009024;
        8'h0c: out = 32'h2008000a;
        8'h10: out = 32'h12280004;
        8'h14: out = 32'h02129020;
        8'h18: out = 32'h22100001;
        8'h1c: out = 32'h22310001;
        8'h20: out = 32'h08000004;
        8'h24: out = 32'hac120040;
        8'h28: out = 32'h8c100040;
        default: out = 32'b0;
    endcase
end
endmodule
module PC (
    input wire [31:0] addr,     
    input wire clk,             
    input wire clr,             
    output reg [31:0] data      
);
always @(posedge clk or posedge clr) begin
    if (clr) begin
        data <= 32'b0;           
    end else begin
        data <= addr;            
    end
end
endmodule
### run.sh
#!/bin/bash
# OpenROAD 26Q1-2900-gdf79404cd8, Yosys 0.63+post, stock flow scripts
make -C /OpenROAD-flow-scripts/flow DESIGN_CONFIG=/design/flow/config.mk WORK_HOME=/design/flow/orfs finish
==> results.py <==
# Physical implementation metrics
metrics = {
    "cts": {
        "bufs_on_longest_clock_path": 3,
        "clock_tree.root_cell": "sky130_fd_sc_hd__clkbuf_16",
        "cts_made_buffers": 221,
        "cts_max_level": 4,
        "clkTransAtPathRegs_ps": 60,
        "tritoncts_clock_tree": "yes",
        "postCtsSetupRepairBufs": 0,
        "hold_buffers": 0,
        "clock_insertion_delay_worst_skew_ps": 890,
        "cts_resized": 0,
        "cts.sinks": 2270,
    },
    "flow_run": {
        "maxCapViolCount": 0,
        "number_of_openroad_warnings": 56,
    },
    "critical_path": {
        "critical_path.top_delay_family": "flip-flops",
        "worstPathBufferInverterCount": 1,
        "critical_path_depth": 1,
        "timing.critical_path.slowest_cell_delay_ps": 780,
        "end_kind": "primary output",
        "rrSetupSlack_ps": 186090,
        "timing.critical_path.slowest_stage_cell": "sky130_fd_sc_hd__dfrtp_1",
        "critical_path_class": "flip-flop to primary output",
        "path_cells": "clkdlybuf4s50_1",
        "start_kind": "flip-flop",
        "cp_max_fo": 20,
        "critPathRequiredTime_ps": 158080,
        "reg2regPathDepth": 34,
        "cp_data_arrival_time_ps": 2240,
    },
    "timing": {
        "maxSlewViolCount": 0,
        "setup-violations-final": 0,
        "fin_worst_skew_ps": 53.08,
        "max_slew.worst_pin.slew_ps": 1062,
        "timing.setup.tns_ps": 0,
        "final_hold_viol_count": 0,
        "relSlewSlack_pct": 29.05,
        "rsz0062_at_grt": "false",
        "finalCritPeriodShare_pct": 21.13,
        "fmax_achieved_mhz": 23.95,
        "final_min_period_ps": 41760,
        "final.setup.worst_slack_ps": 155840,
    },
    "synthesis": {
        "yosysSeqAreaShare_pct": 74.36,
        "synthFlopType": "sky130_fd_sc_hd__edfxtp_1",
        "edf_count": 1952,
        "yosysWarningCount": 8,
        "synth.avg_cell_area_um2": 15.25,
        "synth_cells": 5870,
        "mappedNetlistArea_um2": 89530,
        "async_reset_ff_share_pct": 14.01,
        "ys_cells": 5870,
        "yosys_area_um2": 89530,
        "yosys_register_bits": 2270,
        "synthDistinctLibCells": 92,
    },
    "route": {
        "drt-wirelength-per-cell_um": 18.72,
        "viasPerCell": 4.632,
        "wirelength_mm": 224.4,
        "first_iter_violations": 4067,
        "post-route-drc-count": 0,
        "routed-via-count": 55510,
        "drtAntennaViolNets": 0,
        "drt_first_pass_iters": 6,
    },
    "cells_and_area": {
        "layout_cells_sized_above_1_pct": 7.883,
        "multi_input_comb_area_um2": 28370,
        "num-fill-cells": 27600,
        "synthToLayoutAreaGrowth_pct": 22.98,
        "final_util_pct": 37.10,
        "register_area_um2": 66570,
        "fin_area_um2": 110100,
    },
    "die": {
        "placement_rows": 200,
        "floorplan.io_pins": 162,
        "chipWidth_um": 548.3,
        "core_area_um2": 296800,
        "fp.dieArea_um2": 300600,
        "overall_die_height_um": 548.3,
        "core_utilization_before_placement_pct": 30.17,
    },
    "place": {
        "placement.setup.worst_slack_ps": 155860,
        "dpl_cell_area_um2": 103000,
        "routabilityCongestion": 0.9415,
        "place.port_buffers": 159,
        "post-dp-hpwl_mm": 134.9,
    },
    "power_and_ir_drop": {
        "cellPowerDensity_nw_per_um2": 8.625,
        "leakagePower_nw": 43.06,
        "worst_ir_drop_vdd_mv": 0.009854,
    },
    "outcome": {
        "run_status": "finished, final reports clean",
    },
    "hold_path": {
        "worstHoldPathCells": 0,
        "hp-class": "flip-flop to flip-flop",
    },
    "global_route": {
        "grt_first_pass_wirelength_mm": 335.8,
        "first_global_vias": 54460,
        "pin_count_of_the_biggest_net_entering_global_routing": 132,
        "antenna_found_initial": 4,
        "grt_use_total_pct": 15.73,
        "grt-ovfl-total": 0,
    },
}
[path summary, 6_finish.rpt]
kind / startpoint / to
max: pc_reg.data[5] / pc[5]
max in group asynchronous: clr / register_file.registers[26][3]
min in group asynchronous: clr / register_file.registers[8][11]
min reg2reg: register_file.registers[27][11] / register_file.registers[27][11]
max reg2reg: pc_reg.data[2] / pc_reg.data[30]
min: register_file.registers[27][11] / register_file.registers[27][11]
[flip-flops by register name (all words and copies together) (netlist names)]
| name | count |
|---|---|
| pc_reg.data | 30 |
| register_file.registers | 288 |
| data_memory.ram | 1952 |
[cell families after synthesis]
group / share of synthesized area (%)
AOI/OAI and AO/OA: 15.89
xor gates and xnor gates: 0.9852
adders and majority gates: 0.8972
buffers and inverters: 2.177
DFF: 74.36
muxes: 1.090
other: 0.004188
and+or+nand+nor: 4.596
[cells in the final DEF (no fill, tap or decap), drive strengths merged, types with 13 or more instances in the layout]
cell type      netlist  layout
a22oi              369     369
or3                 16      16
a21oi              329     329
a22o               365     365
mux2                76      76
a222oi              15      15
nor2               177     177
ha                  61      61
dfrtp              318     318
and3                19      19
nor3               137     137
o21ai              147     147
xor2                42      42
o22ai              177     177
nor2b               13      13
edfxtp            1952    1952
buf                127     179
bufinv               0      15
nand2b              14      14
clkinv               0      93
conb                 1    1890
a21o                21      21
a221oi             355     355
clkdlybuf4s50        0     159
inv                 32      40
o21a                15      15
a31oi               23      23
and2                16      16
nand3               57      57
xnor2               57      57
nand2              415     415
clkbuf             334     286
[layout make-up]
cell class	instances	share of cell area (%)
inverters	32	0.1159
diodes	3	0.006818
well taps	3939	4.476
flip-flops and latches	2270	60.46
repair buffers	338	2.745
clock buffers	286	5.383
multi-input cells	4996	25.77
clock inverters	121	1.042
[per-stage QoR]
stage | total power [W] | instances | hold slack (ps)
2_1_floorplan | 0.0005494 | 7759 | 421.1
3_3_place_gp | 0.0005506 | 11580 | 360.1
3_5_place_dp | 0.0005521 | 11580 | 362.3
4_1_cts | 0.0009600 | 11980 | 375.7
5_1_grt | 0.0009802 | 11980 | 381.7
6_report | 0.0009497 | 11990 | 370.8
[power breakdown]
group	switching, W	internal (W)	leakage [nW]
registers	0.00000239	0.000529	25.2
clock network	0.000177	0.000231	3.45
logic	0.00000867	0.00000183	14.4
total	0.000188	0.000762	43.1
[metal layers]
metal	wire length [um]	up-vias	track usage, %
li1	-	25800	-
met5	45	-	0
met4	7280	8	4.125
met1	85600	27020	20.36
met3	29320	412	8.603
met2	102100	2276	23.67
[Yosys cell counts (all sizes together), types with 76 or more instances]
cell | n | area (um^2)
a21oi | 329 | 1650
buf | 127 | 575.5
nor2 | 177 | 666.9
o21ai | 147 | 739.5
mux2 | 76 | 855.8
nand2 | 415 | 1558
a221oi | 355 | 3115
clkbuf | 334 | 1254
dfrtp | 318 | 7958
edfxtp | 1952 | 58620
nor3 | 137 | 685.7
a22oi | 369 | 2770
o22ai | 177 | 1107
a22o | 365 | 3197
[worst reg2reg max path: cells and delay by family (launching register included)]
kind / cells / cell delay (ps)
compound gates: 11 / 3040
fa+ha+maj: 4 / 1890
mux: 2 / 570
buf+inv: 6 / 1640
simple gates: 9 / 3210
xor+xnor: 2 / 640
flops: 1 / 460
No activity file was given, so power comes from the tool's default toggle rates.
